**config.mk**
```make
export PLATFORM = sky130hd
export DESIGN_NAME = CONTROL
export DESIGN_NICKNAME = CONTROL
export VERILOG_FILES = /design/flow/design.v
export SDC_FILE = /design/flow/constraint.sdc
export NUM_CORES = 4
export LEC_CHECK = 1
export CORE_AREA = 10 10 70 70
export DIE_AREA = 0 0 80 80
export SYNTH_HDL_FRONTEND = slang
```
**constraint.sdc**
```tcl
current_design CONTROL

set clk_period 3.0
set clk_io_pct 0.2

create_clock -name clk0 -period $clk_period [get_ports {clk}]

set non_clock_inputs [all_inputs -no_clocks]
set_input_delay [expr $clk_period * $clk_io_pct] -clock clk0 $non_clock_inputs
set_output_delay [expr $clk_period * $clk_io_pct] -clock clk0 [all_outputs]
```
**run.sh**
```bash
#!/bin/bash
# OpenROAD 26Q1-2900-gdf79404cd8, Yosys 0.63+post, stock flow scripts
make -C /OpenROAD-flow-scripts/flow DESIGN_CONFIG=/design/flow/config.mk WORK_HOME=/design/flow/orfs finish
```
**design.v**
```verilog
module CONTROL (
        input logic [2:0] opcode,
        input logic clk, rst,
        input logic is_zero,
        output logic pc_load, pc_en, halt,
        output logic accumulator_load, accumulator_control,
        output logic memIns_en, memDa_en, memDa_we,
        output logic jmp
);
    typedef enum logic [3:0] {
        s0 = 4'b0000,
        s1 = 4'b0001,  
        s2 = 4'b0010,  
        s3 = 4'b0100,  
        s4 = 4'b1000   
    } statetype_e;
    statetype_e state, nextstate;
    always_comb begin
    if (!halt) begin
        case (state)
            s0: nextstate = s1;
            s1: nextstate = s2;
            s2: nextstate = s3;
            s3: nextstate = s4;
            s4: nextstate = s1;
            default: nextstate = s0;
        endcase
    end else begin
        nextstate = state;  
    end
end
    logic ACC_LOAD, ACC_MEM, STO, HALT, JMP, SKZ ;
    always_comb
    begin
        ACC_LOAD = (opcode == 2 | opcode == 3 | opcode == 4 | opcode == 5) ;
        ACC_MEM = (opcode == 5) ;
        STO = (opcode == 6) ;
        HALT = (opcode == 0) ;
        JMP = (opcode == 7) ;
        SKZ = (opcode == 1) ;
    end
    always_ff @(posedge clk or posedge rst) begin
    if (rst)
        state <= s0;       
    else
        state <= nextstate;
    end
    always_comb begin
    if (rst) begin
        pc_load = 0; pc_en = 0; halt = 0; jmp = 0;
        accumulator_control = 0; accumulator_load = 0;
        memIns_en = 0; memDa_en = 0; memDa_we = 0;
    end else begin
        case (state)
            s1: begin  
					 pc_load = 0;
                pc_en = 0; halt = 0; jmp = JMP;
                accumulator_control = 0; accumulator_load = 0;
                memIns_en = 1; memDa_en = 0; memDa_we = 0;
            end
            s2: begin  
                pc_load = 0; pc_en = 0; halt = 0; jmp = JMP;
                accumulator_control = 0; accumulator_load = 0;
                memIns_en = 0; memDa_en = 1; memDa_we = 0;
            end
            s3: begin  
                pc_load = 0; pc_en = 0; halt = HALT; jmp = JMP;
                accumulator_control = 0; accumulator_load = 0;
                memIns_en = 0; memDa_en = 0; memDa_we = 0;
            end
            s4: begin  
                pc_load = (JMP | (SKZ & is_zero)); pc_en = 1; halt = HALT; jmp = JMP;
                accumulator_control = ACC_MEM;
                accumulator_load = ACC_LOAD;
                memIns_en = 0; memDa_en = 1; memDa_we = STO;
            end
            default: begin
                pc_load = 0; pc_en = 0; halt = 0; jmp = 0;
                accumulator_control = 0; accumulator_load = 0;
                memIns_en = 0; memDa_en = 0; memDa_we = 0;
            end
        endcase
    end
end
endmodule
```
==> impl_metrics.tcl <==
# flow metrics
set metrics [dict create \
    cp-start-kind "primary input" \
    worstPathCellList "clkdlybuf4s50_1 -> nor4_4 -> o21a_4 -> clkdlybuf4s50_1" \
    wl_um 857 \
    whs_path_depth 1 \
    wl_per_cell_um 8.93 \
    grt_pass1_vias 311 \
    rsz0062_at_grt "no" \
    worstSetupPathType "in2out" \
    ir_drop_v 0.000180 \
    yosys.stat.seqShare_pct 40.7 \
    synth_cells 31 \
    final_antenna_net_count 0 \
    use_met2_pct 3.53 \
    cts_resized 0 \
    power.density_nw_per_um2 297 \
    core_area_um2 3420 \
    period_needed_ns 2.80 \
    io_pins 15 \
    reg2reg_depth 2 \
    cts_root_buf "clkbuf_4" \
    die_area_um2 6400 \
    hold_violations 0 \
    numCtsBuffers 3 \
    endpoint_kind "primary output" \
    gr-total-overflow 0 \
    fp_util_pct 9.08 \
    fp.dieW_um 80 \
    setup-tns-final_ns 0 \
    portBuffers 14 \
    place_hpwl_um 710 \
    cts_hold_buf 0 \
    place_congestion 0.793 \
    hold_ws_ns 0.524 \
    antenna_found_initial 0 \
    ctsLongestPathBuffers 2 \
    p_leak_uw 0.000202 \
    syn_area_um2 310 \
    stdcell_count 96 \
    met3_usage_pct 2.73 \
    critical-path-max-stage-delay_ns 0.51 \
    synth_cell_types 17 \
    gr-max-usage-layer "met1" \
    fin_ws_ns 0.202 \
    final.period_utilization_pct 93.3 \
    clkTransAtPathRegs_ns 0.04 \
    use_met1_pct 3.82 \
    cp_max_fo 5 \
    worst_pin_slew_ns 0.297 \
    final_layout_size_suffix_gt1_share_pct 22.0 \
    synth.avg_cell_area_um2 10.0 \
    tool_warnings 25 \
    cpMostUsedCell "clkdlybuf4s50_1" \
    n_antenna_cell 0 \
    dr.pass1.iters 2 \
    dp_cells 92 \
    drc 0 \
    cts.sinks 5 \
    maxSlewHeadroom_pct 80.0 \
    final_max_slew_viol_count 0 \
    grt_first_pass_wirelength_um 1480 \
    status "complete, no violations" \
    syn2layout_area_growth_pct 74.6 \
    yosysCellCount 31 \
    clock.fmax_ghz 0.357 \
    grt_max_degree 7 \
    die_h_um 80 \
    cp_data_required_time_ns 2.40 \
    cts_tree "yes" \
    vias_per_cell 2.99 \
    skew_ns 0.00206 \
    grt_use_total_pct 2.92 \
    ys_ff 5 \
    place_ws_ns 0.195 \
    finalPower_uw 161 \
    post_cts_buffers 0 \
    num_rows 21 \
    synth_chip_area_um2 310 \
    clock_latency_ns 0.24 \
    vias 287 \
    htree_levels 1 \
    min_path_type "reg2reg" \
    yosys_warnings 0 \
    setup_viol 0 \
    cp.arrival_ns 2.20 \
    maxCapViolations 0 \
    drt-initial-drc-count 1 \
    cpMaxStageDelayCell "clkdlybuf4s50_1" \
]
## cell families after synthesis
family | share of synthesized area (%)
AND-OR/OR-AND | 10.5
XOR/XNOR | 2.82
flip-flops | 40.7
buffers and inverters | 3.63
AND/OR/NAND/NOR | 29.0
multiplexers | 13.3
## worst max-delay path, delay by kind of cell
kind	cells	cell delay, ns
AOI/OAI and AO/OA	1	0.22
buffers and inverters	2	0.98
and+or+nand+nor	1	0.39
## path summary, 6_finish.rpt
path                          start         to  slack [ns]
min                        state[0]   state[0]        0.52
min reg2reg                state[0]   state[0]        0.52
max reg2reg                    flop       flop        1.90
max                             rst       halt        0.20
min in group asynchronous       rst  async pin        0.80
max in group asynchronous       rst   state[0]        2.00
## Yosys cell counts
cell      n  area share, %
nor4b_1   1            2.8
a21oi_1   2            3.2
dfrtp_1   4             32
xnor2_1   1            2.8
inv_1     3            3.6
dfstp_2   1            8.5
nor3_1    1            1.6
o21a_4    1            4.8
mux2_4    2            9.7
nor4_1    1            2.0
nor2_1    5            6.0
and2_2    1            2.4
nor3b_1   1            2.4
a211oi_1  1            2.4
mux2_2    1            3.6
nor4_4    1            6.9
nand2_1   4            4.8
## layer usage
| layer | share of wire (%) | routed length [um] | vias up |
|---|---|---|---|
| met5 | 0 | 0 | - |
| met4 | 0 | 0 | 0 |
| met3 | 21 | 182 | 0 |
| met2 | 31 | 266 | 16 |
| met1 | 48 | 408 | 123 |
| li1 | - | - | 148 |
## layout by cell type, fill, tap and decap left out
| cell type | Yosys | final |
|---|---|---|
| clkdlybuf4s50_1 | 0 | 14 |
| nor2_1 | 5 | 5 |
| nand2_1 | 4 | 4 |
| dfrtp_1 | 4 | 4 |
| inv_1 | 3 | 3 |
| clkbuf_4 | 0 | 3 |
| a21oi_1 | 2 | 2 |
| mux2_4 | 2 | 2 |
| nor4_4 | 1 | 1 |
| o21a_4 | 1 | 1 |
| a211oi_1 | 1 | 1 |
| mux2_2 | 1 | 1 |
| and2_2 | 1 | 1 |
| nor4_1 | 1 | 1 |
| nor4b_1 | 1 | 1 |
| nor3_1 | 1 | 1 |
| nor3b_1 | 1 | 1 |
| xnor2_1 | 1 | 1 |
| clkbuf_1 | 0 | 1 |
| buf_4 | 0 | 1 |
| dfstp_2 | 1 | 1 |
## power by group
group          total (uW)  internal (uW)  switching [uW]
clock                76.0           50.2            25.8
sequential           67.8           67.8               0
combinational        17.1           9.11            8.03
## layout make-up
class                           instances  area (um^2)
Fill cell                             389         2870
Multi-Input combinational cell         23          173
Tap cell                               46         57.6
Inverter                                3         11.3
Clock buffer                            4         26.3
Timing Repair Buffer                   15          148
Sequential cell                         5          126
## metrics by stage
stage | util, % | instance area, um^2
3_3_place_gp | 15.1 | 515
2_1_floorplan | - | 310
6_report | 15.9 | 542
3_5_place_dp | 15.1 | 515
5_1_grt | 15.9 | 542
4_1_cts | 15.9 | 542
Power is estimated from default activity; no workload was simulated.
