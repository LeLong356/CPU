### constraint.sdc
current_design ALU

set clk_period 4.7
set clk_io_pct 0.2

create_clock -name clk0 -period $clk_period

set non_clock_inputs [all_inputs -no_clocks]
set_input_delay [expr $clk_period * $clk_io_pct] -clock clk0 $non_clock_inputs
set_output_delay [expr $clk_period * $clk_io_pct] -clock clk0 [all_outputs]
### design.v
module ALU (
    input logic [7:0] rs1, rs2,
    input logic [2:0] opcode,
    output logic [7:0] rd,
    output logic is_zero,
    output logic flag
);
    logic [7:0] lut [0:7];
    always_comb begin
                is_zero = !(|rs1) ;
                lut[0] = rs1;
                lut[1] = rs1;
                lut[2] = rs1 + rs2;  
                lut[3] = rs1 & rs2;  
                lut[4] = rs1 ^ rs2;  
                lut[5] = rs2; 
                lut[6] = rs1;
                lut[7] = rs1;
                rd = lut[opcode];
            end
endmodule
### run.sh
#!/bin/bash
# OpenROAD 26Q1-2900-gdf79404cd8, Yosys 0.63+post, stock flow scripts
make -C /OpenROAD-flow-scripts/flow DESIGN_CONFIG=/design/flow/config.mk WORK_HOME=/design/flow/orfs finish
### config.mk
export PLATFORM = sky130hd
export DESIGN_NAME = ALU
export DESIGN_NICKNAME = ALU
export VERILOG_FILES = /design/flow/design.v
export SDC_FILE = /design/flow/constraint.sdc
export NUM_CORES = 4
export LEC_CHECK = 1
export CORE_AREA = 10 10 70 70
export DIE_AREA = 0 0 80 80
export SYNTH_HDL_FRONTEND = slang
==> qor.csv <==
metric;value;unit
cells in synth_stat.txt;112;
result of the run;finished clean;
fraction of post-synthesis cell area in the top cell type by area;13.4;%
largest area contributor in the synthesized netlist;sky130_fd_sc_hd__ha_1;
final worst slack;0.207;ns
mean cell area of the mapped netlist;6.68;um2
layer with the highest usage;met2;
first-pass GRT wire length;3.93;mm
class of the tightest hold or removal check;in -> out;
fraction of synthesized cell area in xor and xnor cells;4.68;%
dpl hpwl;1.93;mm
Crit path arrival time;3.55;ns
Post-Synth AOI/OAI Area;38.8;%
Port Buffers;28;
horizontal die dimension;80;um
setup TNS;0;ns
post-placement setup slack;0.200;ns
Slew Viols, Final;0;
DRT iter0 DRCs;56;
endpoint type of the worst setup path;output pin;
post-route fraction of the period consumed by the critical path;95.6;%
MUX share of area;10.9;%
vias;868;
combinational family with the most area after synthesis;AND-OR/OR-AND gates;
number of setup violations in the final report;0;
required time at the worst-slack endpoint;3.76;ns
routed via count divided by cell count;4.77;
critical path fanouts, max;4;
sort of element at the start of the critical path;primary input;
synthesized-area fraction occupied by adder cells;16.1;%
mean routed wirelength per cell;12.8;um
tally of unique sky130hd cells used after synthesis;33;
residual antenna-violating net count after detailed routing;0;
relative slew slack;56.2;%
met2 track demand over resource;12.4;%
area overhead of the layout relative to synthesis;43.0;%
Log Warnings;32;
vertical extent of the die;80;um
# IOs;29;
cell count after synthesis;112;
Final Hold Viols;0;
sum of internal, switching and leakage power;117;uW
met1 usage in global routing;9.37;%
Netlist Area Pre-Place;748;um2
minimum period implied by the final worst setup slack;4.49;ns
number of diodes;0;
Power per Cell Area;109;mW/mm2
total wire length after detailed routing;2.34;mm
leakage power;0.421;nW
CORE AREA;0.00342;mm2
RSZ-0062 raised after global routing;false;
Yosys warnings;1;
register area share after synthesis;0;%
Largest cells by area;sky130_fd_sc_hd__ha_1 (13%), sky130_fd_sc_hd__mux2i_1 (9.4%), sky130_fd_sc_hd__a21oi_1 (8.0%);
footprint of the multi-input gates;694;um2
fmax;223;MHz
Flops;0;
max-cap violations;0;
proportion of layout cells with a drive suffix above 1;5.88;%
flip-flop and latch area;0;um2
hold-fix buffer count after cts;0;
Crit Path Class;in -> out;
total number of placement rows;21;
Global Route Usage Sum;7.14;%
initial antenna violation count;0;
yosys-reported design area after synthesis;748;um2
residual DRC count;0;
remaining global-route overflow;0;
maximum number of pins on one net before global-route repair;16;
actual slew at the worst max-slew pin;0.655;ns
pre-placement core utilization;21.9;%
maximum VDD drop;28.1;uV
fillcell total;367;
Post-CTS Repair Setup Buffers;0;
clock buffers;0;
simple logic cell fraction of the synthesized area;21.9;%
# resized after CTS;0;
met3 global-route usage;1.36;%
RePlAce Congestion;0.867;
number of global-route vias before repair;833;
die area;0.00640;mm2
Pre-antenna DRT Iters;4;
-- report_power, final --
group	leakage (nW)	switching [mW]	internal (mW)	total (mW)
Clock	0	0	0	0
Sequential	0	0	0	0
Combinational	0.421	0.0543	0.0623	0.117
-- critical path, stage by stage --
cell	delay, ns
sky130_fd_sc_hd__clkdlybuf4s50_1	0.52
sky130_fd_sc_hd__ha_1	0.26
sky130_fd_sc_hd__inv_1	0.07
sky130_fd_sc_hd__fa_1	0.39
sky130_fd_sc_hd__nand2b_1	0.21
sky130_fd_sc_hd__a2111oi_4	0.35
sky130_fd_sc_hd__nor4_2	0.07
sky130_fd_sc_hd__o32ai_2	0.24
sky130_fd_sc_hd__a21oi_1	0.09
sky130_fd_sc_hd__clkdlybuf4s50_1	0.41
-- worst paths after layout --
check / startpoint / endpoint / slack, ns / depth (start not counted)
worst max-delay path: rs1[0] / rd[6] / 0.21 / 10
worst min-delay path: rs1[0] / rd[0] / 2.96 / 4
-- logic make-up after synthesis --
family	count (synthesis)
AOI/OAI and AO/OA	43
xor gates and xnor gates	4
adders and majority gates	9
buffers and inverters	12
muxes	8
other	1
and+or+nand+nor	35
-- synth_stat cells --
master                      instances
sky130_fd_sc_hd__a211oi_1           3
sky130_fd_sc_hd__nor2_2             1
sky130_fd_sc_hd__xnor2_1            1
sky130_fd_sc_hd__o32ai_2            1
sky130_fd_sc_hd__mux2_1             1
sky130_fd_sc_hd__mux2i_1            7
sky130_fd_sc_hd__nor4_2             1
sky130_fd_sc_hd__a31oi_1            2
sky130_fd_sc_hd__a211o_1            1
sky130_fd_sc_hd__o22ai_1            3
sky130_fd_sc_hd__nand2b_1           4
sky130_fd_sc_hd__a21oi_1           12
sky130_fd_sc_hd__a211oi_2           1
sky130_fd_sc_hd__buf_4              2
sky130_fd_sc_hd__o31ai_1            1
sky130_fd_sc_hd__nor3_1             3
sky130_fd_sc_hd__xor2_1             3
sky130_fd_sc_hd__o21ai_1            8
sky130_fd_sc_hd__or4_1              2
sky130_fd_sc_hd__a2111oi_4          1
sky130_fd_sc_hd__clkbuf_1           3
sky130_fd_sc_hd__a21o_1             1
sky130_fd_sc_hd__conb_1             1
sky130_fd_sc_hd__nand2_1           12
sky130_fd_sc_hd__ha_1               8
sky130_fd_sc_hd__buf_2              1
sky130_fd_sc_hd__nor2_1            12
sky130_fd_sc_hd__o221a_2            1
sky130_fd_sc_hd__o21ai_0            6
sky130_fd_sc_hd__inv_1              6
sky130_fd_sc_hd__o21bai_1           1
sky130_fd_sc_hd__fa_1               1
sky130_fd_sc_hd__o211ai_1           1
-- per-layer routing --
metal | routed length (um) | part of all wire (%)
met1 | 1060 | 45
met3 | 157 | 6.7
met4 | 0 | 0
met2 | 1120 | 48
met5 | 0 | 0
-- layout make-up --
| type | instances | area share (%) |
|---|---|---|
| Inverter | 6 | 2.11 |
| Timing Repair Buffer | 30 | 27.6 |
| Multi-Input combinational cell | 100 | 64.9 |
| Tap cell | 46 | 5.38 |
-- stage by stage --
| step | hold slack, ns | std cells | instance area [um2] | util [%] |
|---|---|---|---|---|
| after floorplan | 1.97 | 112 | 748 | - |
| after global placement | 2.96 | 182 | 1070 | 31.3 |
| after detailed placement | 2.97 | 182 | 1070 | 31.3 |
| after CTS | 2.97 | 182 | 1070 | 31.3 |
| after global routing | 3.00 | 182 | 1070 | 31.3 |
| final | 2.96 | 182 | 1070 | 31.3 |
-- cell usage in the layout, fill, tap and decap left out, types with 2 or more instances in the layout --
| master | n |
|---|---|
| sky130_fd_sc_hd__o21ai_1 | 8 |
| sky130_fd_sc_hd__xor2_1 | 3 |
| sky130_fd_sc_hd__nor2_1 | 12 |
| sky130_fd_sc_hd__or4_1 | 2 |
| sky130_fd_sc_hd__inv_1 | 6 |
| sky130_fd_sc_hd__o22ai_1 | 3 |
| sky130_fd_sc_hd__nor3_1 | 3 |
| sky130_fd_sc_hd__a211oi_1 | 3 |
| sky130_fd_sc_hd__mux2i_1 | 7 |
| sky130_fd_sc_hd__nand2b_1 | 4 |
| sky130_fd_sc_hd__buf_4 | 2 |
| sky130_fd_sc_hd__a31oi_1 | 2 |
| sky130_fd_sc_hd__nand2_1 | 12 |
| sky130_fd_sc_hd__ha_1 | 8 |
| sky130_fd_sc_hd__o21ai_0 | 6 |
| sky130_fd_sc_hd__a21oi_1 | 12 |
| sky130_fd_sc_hd__clkdlybuf4s50_1 | 28 |
No activity file was given, so power comes from the tool's default toggle rates.
