### flow/design.v
`default_nettype none
module control (
    input wire [2:0] phase,opcode,
    input wire zero,rst, clk ,
    output reg sel , rd , ld_ir , inc_pc , halt , ld_ac , data_e , ld_pc , wr
);
    reg ALUOP , SKZ ,JMP , STO ,HALT;
always @(*)begin
    ALUOP = (opcode == 2) || (opcode == 3) || (opcode == 4) || (opcode == 5);
    SKZ = (opcode == 3'b001);
    HALT = (opcode == 3'b000);
    STO = (opcode == 3'b110);
    JMP = (opcode == 3'b111);
end
always@(*) begin
 if (rst) begin
     sel=1;rd=0;ld_ir=0;inc_pc=0;halt=0;ld_pc=0;data_e=0;ld_ac=0;wr=0; 
     end   
case (phase)
3'b000: begin sel=1;rd=0;ld_ir=0;inc_pc=0;halt=0;ld_pc=0;data_e=0;ld_ac=0;wr=0; end
3'b001: begin sel=1;rd=1;ld_ir=0;inc_pc=0;halt=0;ld_pc=0;data_e=0;ld_ac=0;wr=0;  end
3'b010 , 3'b011: begin sel=1;rd=1;ld_ir=1;inc_pc=0;halt=0;ld_pc=0;data_e=0;ld_ac=0;wr=0;  end
3'b100: begin sel=0;rd=0;ld_ir=0;inc_pc=1;halt=HALT;ld_pc=0;data_e=0;ld_ac=0;wr=0;  end
3'b101: begin sel=0;rd=ALUOP;ld_ir=0;inc_pc=0;halt=0;ld_pc=0;data_e=0;ld_ac=0;wr=0;  end
3'b110: begin sel=0;rd=ALUOP;ld_ir=0;inc_pc=SKZ&zero ;halt=0;ld_pc=JMP;data_e=STO;ld_ac=0;wr=0;  end
3'b111: begin sel=0;rd=ALUOP;ld_ir=0;inc_pc=0;halt=0;ld_pc=JMP;data_e=STO;ld_ac=ALUOP;wr=STO;  end
endcase
end
endmodule
### flow/run.sh
#!/bin/bash
# OpenROAD 26Q1-2900-gdf79404cd8, Yosys 0.63+post, stock flow scripts
make -C /OpenROAD-flow-scripts/flow DESIGN_CONFIG=/design/flow/config.mk WORK_HOME=/design/flow/orfs finish
### flow/config.mk
export PLATFORM = sky130hd
export DESIGN_NAME = control
export DESIGN_NICKNAME = control
export VERILOG_FILES = /design/flow/design.v
export SDC_FILE = /design/flow/constraint.sdc
export NUM_CORES = 4
export LEC_CHECK = 1
export CORE_AREA = 10 10 70 70
export DIE_AREA = 0 0 80 80
export SYNTH_HDL_FRONTEND = slang
### flow/constraint.sdc
current_design control

set clk_period 1.0
set clk_io_pct 0.2

create_clock -name clk0 -period $clk_period

set non_clock_inputs [all_inputs -no_clocks]
set_input_delay [expr $clk_period * $clk_io_pct] -clock clk0 $non_clock_inputs
set_output_delay [expr $clk_period * $clk_io_pct] -clock clk0 [all_outputs]
==> metrics.cfg <==
[timing]
worstMarginPinSlew_ns = 0.141
fmax_mhz = 837
hold_viol = 0
worst_slack_ns = -0.194
report.final.slew_viol_count = 0
rsz0062_at_grt = yes
fin_crit_sh = 1.19
slew_headroom = 0.906
timing.hold.ws_ns = 0.629
min_period_ns = 1.19
setup_viol = 3

[clock_network]
hold_buffers = 0

[min_path]
min-delay-path-class = input port to output pin

[flow_run]
cap_viol_max_count = 0
tool_warnings = 36

[placement]
place_inst = 82
routabilityCongestion = 0.746
numPortBuffers = 16

[detailed_routing]
wl_per_cell_microns = 7.19
drtPass1Iterations = 2
vias = 199
ant_nets = 0
route.met2.wl_microns = 248
avgViaCountPerCell = 2.37
drt_iter0_markers = 2
drt_wl_total_microns = 604
highest_layer = met3
met3WireLength_microns = 89
wl_met1_microns = 266
route.detailed.drc = 0
diodes = 0

[pwr]
p_leak_nw = 0.156
p_int_mw = 0.0588
ir_drop_mv = 0.0252
clkPwrFrac = 0
power.share.combinational = 1.000
powerDensity_nw_per_um2 = 273
power_switching_share = 0.360
power.switching_mw = 0.0331
p_seq_frac = 0

[floorplan]
core_area_sq_um = 3420
die_area_sq_um = 6400
floorplan.core_util = 0.0278
ios = 18
row_count = 21
die_h_microns = 80
die_w_microns = 80

[synth]
ys_cells = 17
synthCells = 17
ys_types = 11
ys_seq_share = 0
avgSynthCellArea_sq_um = 5.59
yosysWarnings = 0
ys_chip_area_sq_um = 95.1
synth_area_sq_um = 95.1

[finish]
drive_above_1_share = 0.605
area_growth_pct = 254
regArea_sq_um = 0
n_fill_cell = 403
final_cells = 84
clkbuf_count = 0
flops = 0

[run_status]
status = finished, violations left
violations = negative setup slack

[setup_path]
arrival_ns = 0.99
setup.worst_path.start_class = input port
crit_type = input port to output pin
cp.required_ns = 0.80
endpoint_kind = output pin
cp_max_fo = 3

[global_routing]
gr-total-overflow = 0
grt_max_degree = 7
grtUsageTotal = 0.0173
antenna_found_initial = 0
grt_pass1_wl_microns = 931
grt_pass1_vias = 193

area by class of cell:
type / instances / area (sq um) / share of cell area
Multi-Input combinational cell: 15 / 114 / 0.338
Inverter: 2 / 7.51 / 0.0223
Timing Repair Buffer: 21 / 158 / 0.468
Tap cell: 46 / 57.6 / 0.171
placed cells by master (no fill, tap or decap):
master / n
nand2b_4: 1
clkbuf_2: 1
dlygate4sd2_1: 2
nor2_1: 4
buf_2: 7
or4_4: 1
buf_4: 6
nor3b_2: 1
nand4bb_1: 1
a21oi_1: 2
buf_6: 4
nor2b_1: 1
inv_1: 2
nor2_2: 1
nand4_1: 1
clkdlybuf4s15_1: 1
xnor2_2: 1
nand3_1: 1
metrics by stage:
step	utilization	TNS [ns]	setup slack [ns]	area, sq um	total power [mW]
floorplan	-	0	0.0446	95.1	0.0167
global placement	0.0982	-6.76	-0.972	335	0.0899
detailed placement	0.0982	-6.82	-0.985	335	0.0913
CTS	0.0938	-0.450	-0.215	320	0.0849
global route	0.0985	-0.605	-0.211	337	0.102
finish	0.0985	-0.303	-0.194	337	0.0919
power groups by stage:
stage	sequential (mW)	clock, mW	combinational, mW
after CTS	0	0	0.0849
final	0	0	0.0919
after global routing	0	0	0.102
logic make-up after synthesis:
logic type,Yosys count,share of synthesized area
AND/OR/NAND/NOR,12,0.724
AND-OR/OR-AND,2,0.105
buffers and inverters,2,0.0790
XOR/XNOR,1,0.0921
final timing paths:
path,cells after the start,end,from
max,4,halt,opcode[2]
min,3,data_e,opcode[0]
routing by layer:
layer,global-route usage,vias to the layer above
met5,0,-
met4,0,0
met3,0.00682,0
met2,0.0289,11
met1,0.0218,86
li1,-,102
critical path, stage by stage:
cell and delay, ns:
buf_6 0.09, or4_4 0.51, nor2_1 0.09, buf_2 0.10
synthesized netlist by cell type:
master     number  area share
nor2_1          5        0.20
a21oi_1         2        0.11
inv_1           2       0.079
nand2b_1        1       0.066
nand3_1         1       0.053
nand4_1         1       0.066
nand4bb_1       1        0.12
nor2b_1         1       0.066
nor3b_1         1       0.079
or4_1           1       0.079
xnor2_1         1       0.092
repair_timing:
action / in CTS / in global routing
gates resized: 54 / 7
buffers inserted: 3 / 0
pin swaps: 10 / 4
endpoints found under the setup margin: 9 / 7
Power and IR drop assume default switching activity.
